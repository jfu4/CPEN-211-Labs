==> design.v <==
module ALU(input [15:0] val_A, input [15:0] val_B, input [1:0] ALU_op, output [15:0] ALU_out, output Z, output N, output V);
	reg signed [15:0] ALU_out_wire;
	reg Z_wire;
	reg N_wire;
	reg V_wire;
	assign ALU_out = ALU_out_wire;
	assign Z = Z_wire;
	assign N = N_wire;
	assign V = V_wire;
	always_comb begin
	case(ALU_op)	
		2'b00: begin
			ALU_out_wire[15:0] = val_A[15:0] + val_B[15:0];
			if(val_A[15] == 1 && val_B[15]==1 && ALU_out_wire[15] == 0) begin
				V_wire = 1;
		        end
			else if (val_A[15] == 0 && val_B[15]== 0 && ALU_out_wire[15] == 1)begin 
				V_wire = 1;
			end
			else begin 
				V_wire = 0;
			end
		       end
		2'b01: begin 
			 ALU_out_wire = val_A - val_B;
			 V_wire = (ALU_out_wire[15] == val_B[15]) ? 1:0;
		       end 
		2'b10: ALU_out_wire = val_A & val_B;
		2'b11: ALU_out_wire = ~val_B;
	default: ALU_out_wire = val_A + val_B;
	endcase
	if(ALU_out_wire == 16'b0000000000000000) begin
		Z_wire = 1;
	end 
	else begin
		Z_wire = 0;
	end
	casex(ALU_out_wire)
		16'b1xxxxxxxxxxxxxxx: N_wire = 1;
	default: N_wire = 0;
	endcase 	
	end
endmodule: ALU
module datapath(input clk, input [15:0] datapath_in, input wb_sel,
                input [2:0] w_addr, input w_en, input [2:0] r_addr, input en_A,
                input en_B, input [1:0] shift_op, input sel_A, input sel_B,
                input [1:0] ALU_op, input en_C, input en_status,
                output [15:0] datapath_out, output Z_out);
	reg [15:0] w_data;
	reg [15:0] r_data;
	reg [15:0] A_data;
	reg [15:0] shift_in;
	reg [15:0] shift_out;
	reg [15:0] val_A;
	reg [15:0] val_B;
	reg [15:0] ALU_out;
	reg Z;
	reg Z_out_wire;
	reg [15:0] C_data;
	assign Z_out = Z_out_wire;
	assign datapath_out = C_data;
	regfile r(.w_data, .w_addr, .w_en, .r_addr, .clk, .r_data);
	shifter s(.shift_in, .shift_op, .shift_out);
	ALU a(.val_A, .val_B, .ALU_op, .ALU_out, .Z);
	always_ff @(posedge clk) begin
		if (en_A == 1) begin
			A_data <= r_data;
		end else begin
			A_data <= A_data;	
		end
		if (en_B == 1) begin
			shift_in <= r_data;
		end else begin
			shift_in <= shift_in;	
		end
		if (en_C == 1) begin
			C_data <= ALU_out;
		end else begin
			C_data <= C_data;	
		end
		if (en_status == 1) begin
			Z_out_wire <= Z;
		end else begin
			Z_out_wire <= Z_out_wire;	
		end
	end
	always_comb begin
		case(sel_A)
			1'b1: val_A = 16'b0000000000000000;
			1'b0: val_A = A_data;
			default: val_A = A_data;
		endcase
		case(sel_B)
			1'b1: val_B = {11'b00000000000, datapath_in[4:0]};
			1'b0: val_B = shift_out;
			default: val_B = shift_out;
		endcase
		case (wb_sel)
			1'b0: w_data = C_data;
			1'b1: w_data = datapath_in;
			default: w_data = C_data;
		endcase
	end
endmodule: datapath
module regfile(input [15:0] w_data, input [2:0] w_addr, input w_en, input [2:0] r_addr, input clk, output [15:0] r_data);
  reg [15:0] m[0:7];
  assign r_data = m[r_addr];
  always_ff @(posedge clk) if (w_en) m[w_addr] <= w_data;
endmodule: regfile
module shifter(input [15:0] shift_in, input [1:0] shift_op, output reg [15:0] shift_out);
	reg [15:0] out;
	assign shift_out = out;
	always_comb begin
		case (shift_op) 
			2'b00: out = shift_in;
			2'b01: out = shift_in << 1;
			2'b10: out = shift_in >> 1;
			2'b11: out = {shift_in[15] ,shift_in[15:1]};
			default: out = shift_in;
		endcase
	end
endmodule: shifter
==> run.sh <==
#!/bin/bash
# OpenROAD 26Q1-2900-gdf79404cd8, Yosys 0.63+post, stock flow scripts
make -C /OpenROAD-flow-scripts/flow DESIGN_CONFIG=/design/flow/config.mk WORK_HOME=/design/flow/orfs finish
==> config.mk <==
export PLATFORM = sky130hd
export DESIGN_NAME = datapath
export DESIGN_NICKNAME = datapath
export VERILOG_FILES = /design/flow/design.v
export SDC_FILE = /design/flow/constraint.sdc
export NUM_CORES = 4
export LEC_CHECK = 1
export CORE_UTILIZATION = 50
export SYNTH_HDL_FRONTEND = slang
==> constraint.sdc <==
current_design datapath

set clk_period 8.5
set clk_io_pct 0.2

create_clock -name clk0 -period $clk_period [get_ports {clk}]

set non_clock_inputs [all_inputs -no_clocks]
set_input_delay [expr $clk_period * $clk_io_pct] -clock clk0 $non_clock_inputs
set_output_delay [expr $clk_period * $clk_io_pct] -clock clk0 [all_outputs]
==> flow_metrics.py <==
# Synthesis and PnR figures
metrics = {
    "synthesis": {
        "synth_cell_types": 74,
        "ys_sh_aoi": 0.0831,
        "syn_area_per_cell_um2": 14.6,
        "synthSimpleGateAreaFrac": 0.106,
        "topCombFamilyByArea": "multiplexers",
        "top_area_cell": "edfxtp_1",
        "yosysMostFrequentCell": "edfxtp_1",
        "synthArstFlopShare": 0,
        "edf_count": 177,
        "yosysChipArea_um2": 8900,
        "top_cells_by_count": "edfxtp_1, nor2_1, mux2_2, nor2b_1, mux4_2",
        "syn_inst": 608,
        "xor_share": 0.0187,
        "top_area_frac": 0.597,
        "postSynthSeqShare": 0.597,
        "ys_warn_count": 0,
        "ff_type": "edfxtp_1",
        "synth_flops": 177,
        "top_cells_by_area": "edfxtp_1, mux4_2, mux2_2, ha_1, nor2b_1",
        "yosys.area_share.adder": 0.0261,
        "synth_area_um2": 8900,
        "yosysCellCount": 608,
        "mux_share": 0.148,
    },
    "routing": {
        "ant_nets": 0,
        "via_per_inst": 5.86,
        "via_count": 5297,
        "wl_per_cell_um": 21.1,
        "diodes": 0,
        "drc": 0,
        "drt_iter0_markers": 270,
        "first_pass_iters": 4,
        "routed_wl_um": 19100,
    },
    "setup_path": {
        "cp_data_arrival_time_ps": 6800,
        "end_kind": "flop",
        "critical_path.cell_chain": "clkdlybuf4s50_1 -> clkinv_2 -> a211oi_1 -> nor4_2 -> and3_1 -> a21oi_1 -> xnor2_1 -> ha_1 -> a21oi_1 -> o21ai_0 -> or3b_2 -> o21a_1 -> a2111oi_0 -> a31oi_1 -> a31oi_2 -> nor4b_2",
        "cp-startpoint": "shift_op[1]",
        "crit_slowest_cell": "clkdlybuf4s50_1",
        "crit_fanout": 20,
        "critical-path-max-stage-delay_ps": 920,
        "critical_path_class": "input port to flop",
        "critPathMostFrequentCell": "a21oi_1",
        "worstPathRequired_ps": 8670,
        "cp-start-kind": "input port",
        "worstReg2RegStart": "shift_in[5]$_DFFE_PP_",
    },
    "sta": {
        "timing.fmax_mhz": 151,
        "slew_viol_final": 0,
        "worst_pin_slew_ps": 944,
        "period_minus_slack_ps": 6630,
        "hold_slack_ps": 754,
        "finalClockPeriodUsage": 0.780,
        "rsz0062_at_grt": "no",
        "clock_skew_ps": 10.8,
        "setup_violations": 0,
        "finalSetupTns_ps": 0,
        "maxSlewHeadroom": 0.369,
        "hold_viol_final": 0,
    },
    "clock_network": {
        "postCtsSetupBuffers": 0,
        "clk_latency_ps": 420,
        "clkSlewWorstSetupHoldPaths_ps": 70,
        "post_cts_resized": 0,
        "clock-sinks": 177,
        "cts.htree.levels": 4,
        "cts_buffers": 17,
        "cts_tree": "yes",
        "cts_hold_buf": 0,
        "cts_buffer_depth": 2,
        "root_buffer": "clkbuf_16",
    },
    "final_layout": {
        "drive_above_1_share": 0.206,
        "design_area_um2": 10300,
        "fin_cells": 904,
        "area_delta_synth_final_pct": 15.6,
    },
    "floorplanning": {
        "coreArea_um2": 17400,
        "die_area_um2": 18300,
        "num_io_pins": 52,
        "fp-utilization": 0.513,
        "rows": 48,
        "die_height_um": 135,
        "die_x_um": 135,
    },
    "pwr": {
        "power_mw": 2.19,
        "max-vdd-ir-drop_v": 0.000158,
        "power_leakage_nw": 3.50,
        "p_per_area_nw_per_um2": 213,
    },
    "place": {
        "dp_cells": 872,
        "place.detailed.hpwl_um": 13600,
        "portBuffers": 51,
        "placed_cell_area_um2": 9670,
        "routabilityCongestion": 1.00,
    },
    "global_routing": {
        "grt_first_pass_wirelength_um": 29900,
        "grt_pass1_vias": 5313,
        "grt_use_total": 0.242,
        "antenna_found_initial": 0,
        "grt_max_degree": 33,
        "grt-ovfl-total": 0,
    },
    "job": {
        "tool_warnings": 26,
        "maxCapViolCount": 0,
    },
    "hold_path": {
        "worstHoldPathType": "flop to flop",
        "min-delay-start": "datapath_out[10]$_DFFE_PP_",
    },
    "outcome": {
        "run_status": "finished, final reports clean",
    },
}
-- stage by stage --
stage | worst slack [ps] | utilization
finish | 1870 | 0.593
global route | 1590 | 0.593
CTS | 1930 | 0.593
detailed placement | 1500 | 0.557
global placement | 1590 | 0.557
floorplan | 3060 | -
-- cell type report --
class	instances	area [um2]
clock inverter	14	195
tap	225	282
fill	1278	7070
clock buffer	18	429
timing repair buffer	67	626
inverter	11	42.5
sequential	177	5320
multi-input combinational	392	3400
-- report_power, final --
group	switching, mW	leakage [nW]	internal [mW]
combinational	0.195	1.56	0.149
clock	0.332	0.302	0.474
sequential	0.0176	1.65	1.02
total	0.544	3.50	1.64
-- cell usage in the layout (no fill, tap or decap), drive strengths merged, types with 3 or more instances in the layout --
cell           count
ha                17
mux2i             21
edfxtp           177
nor4               5
nor2b             34
nor3b              4
xnor2             13
buf               17
o211ai             3
o31ai              3
o22ai              3
xor2               6
clkdlybuf4s50     50
clkinv             4
a31oi              5
a21o               8
a21oi             22
mux4              32
inv               17
a211oi            19
and2               7
nor2              39
clkbuf            18
nand2b             9
o21ai             19
bufinv             3
o21a               4
nand4              4
nor4b              3
nand2             27
a2111oi            3
mux2              34
nand3             12
nor3               9
-- logic make-up (layout without fill, tap and decap cells) --
kind of cell | Yosys count | after routing
AOI/OAI and AO/OA | 102 | 102
xor gates and xnor gates | 19 | 19
adders and majority gates | 18 | 18
buffers and inverters | 39 | 110
DFF | 177 | 177
muxes | 87 | 87
and+or+nand+nor | 166 | 166
-- critical path, delay by kind of cell --
kind,cells,cell delay (ps)
compound gates,8,2430
buf+inv,2,1250
simple gates,4,960
fa+ha+maj,1,350
xor+xnor,1,100
-- per-layer routing --
layer	GRT usage	vias up	part of all wire
li1	-	2500	-
met1	0.376	2595	0.41
met2	0.369	179	0.49
met3	0.0848	23	0.074
met4	0.0418	0	0.021
met5	0	-	0
-- final timing paths --
kind / slack, ps / depth (start not counted) / end
worst max-delay path: 1870 / 16 / Z_out$_DFFE_PP_
worst min register to register: 750 / 1 / r.m[1][10]$_DFFE_PP_
worst min-delay path: 750 / 1 / r.m[1][10]$_DFFE_PP_
worst max register to register: 3970 / 15 / Z_out$_DFFE_PP_
-- sequential cells by signal, indices dropped and copies added (netlist names) --
signal        flops
Z_out             1
shift_in         16
A_data           16
datapath_out     16
r.m             128
Power figures rest on the tool's default switching activity, not on a simulated workload.

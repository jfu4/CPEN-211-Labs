## flow/config.mk

```make
export PLATFORM = sky130hd
export DESIGN_NAME = lab3
export DESIGN_NICKNAME = lab3
export VERILOG_FILES = /design/flow/design.v
export SDC_FILE = /design/flow/constraint.sdc
export NUM_CORES = 4
export LEC_CHECK = 1
export CORE_AREA = 10 10 70 70
export DIE_AREA = 0 0 80 80
```

## flow/constraint.sdc

```tcl
current_design lab3

set clk_period 1.0
set clk_io_pct 0.2

create_clock -name clk0 -period $clk_period [get_ports {KEY}]

set non_clock_inputs [all_inputs -no_clocks]
set_input_delay [expr $clk_period * $clk_io_pct] -clock clk0 $non_clock_inputs
set_output_delay [expr $clk_period * $clk_io_pct] -clock clk0 [all_outputs]
```

## flow/design.v

```verilog
module lab3(input [9:0] SW, input [3:0] KEY,
            output [6:0] HEX0, output [6:0] HEX1, output [6:0] HEX2,
            output [6:0] HEX3, output [6:0] HEX4, output [6:0] HEX5,
            output [9:0] LEDR);
    wire clk = ~KEY[0];  
    wire rst_n = KEY[3];  
	wire[3:0] reset_wire;
	reg[9:0] switch_val;
	reg[3:0] old_state;
	reg[3:0] new_state;
	reg[6:0] HEX0_wire;
	reg[6:0] HEX1_wire;
	reg[6:0] HEX2_wire;
	reg[6:0] HEX3_wire;
	reg[6:0] HEX4_wire;
	reg[6:0] HEX5_wire;
	assign HEX0[6:0] = HEX0_wire;
	assign HEX1[6:0] = HEX1_wire;
	assign HEX2[6:0] = HEX2_wire;
	assign HEX3[6:0] = HEX3_wire;
	assign HEX4[6:0] = HEX4_wire;
	assign HEX5[6:0] = HEX5_wire;
	always_ff @(posedge clk) begin
		if (rst_n) begin 
			old_state <= 4'b000;
		end else begin 
			old_state <= old_state;
		end
		casex({old_state,switch_val})  
			14'b00000000000000: new_state <= 4'b0001; 
			14'b00010000001000: new_state <= 4'b0010;  
			14'b00100000000010: new_state <= 4'b0011; 
			14'b00110000000011: new_state <= 4'b0100; 
			14'b01000000000011: new_state <= 4'b0101; 
			14'b01010000000111: new_state <= 4'b0110; 
			14'b0000xxxxxxxxxx: new_state <= 4'b0111;
			14'b0111xxxxxxxxxx: new_state <= 4'b1000;
			14'b1000xxxxxxxxxx: new_state <= 4'b1001; 
			14'b1001xxxxxxxxxx: new_state <= 4'b1010;
			14'b1010xxxxxxxxxx: new_state <= 4'b1011;
			14'b1011xxxxxxxxxx: new_state <= 4'b1100;
			default: new_state <= 4'b0000;  
		endcase
		old_state <= new_state;
	end
	always @* begin
		if (new_state == 4'b0110) begin
			HEX3_wire = 7'b1000000;
			HEX2_wire = 7'b0001100;
			HEX1_wire = 7'b0000110;
			HEX0_wire = 7'b1001001;
		end else if (new_state == 4'b1100) begin
			HEX4_wire = 7'b1000110;
			HEX3_wire = 7'b1000000;
			HEX2_wire = 7'b0010010;
			HEX1_wire = 7'b0000110;
			HEX0_wire = 7'b0100001;
		end else if (switch_val > 10'b0000001001) begin
			HEX4_wire = 7'b0000110;
			HEX3_wire = 7'b0101111;
			HEX2_wire = 7'b0101111;
			HEX1_wire = 7'b0100011;
			HEX0_wire = 7'b0101111;
		end else begin
			case(switch_val) 
				4'b0000: HEX0_wire = 7'b1000000;
				4'b0001: HEX0_wire = 7'b1111001;
				4'b0010: HEX0_wire = 7'b0100100;
				4'b0011: HEX0_wire = 7'b0110000;
				4'b0100: HEX0_wire = 7'b0011001;
				4'b0101: HEX0_wire = 7'b0010010;
				4'b0110: HEX0_wire = 7'b0000010;
				4'b0111: HEX0_wire = 7'b1111000;
				4'b1000: HEX0_wire = 7'b0000000;
				4'b1001: HEX0_wire = 7'b0011000;
				default: HEX0_wire = 7'b1111111;
			endcase
		end
	end
endmodule: lab3
```

## flow/run.sh

```bash
#!/bin/bash
# OpenROAD 26Q1-2900-gdf79404cd8, Yosys 0.63+post, stock flow scripts
make -C /OpenROAD-flow-scripts/flow DESIGN_CONFIG=/design/flow/config.mk WORK_HOME=/design/flow/orfs finish
```

==> metrics.csv <==
metric,value,unit
status,"complete, but fails checks",
failing checks,negative setup slack,
"worst slack, placed",-0.968,ns
power share of the clock group,50.1,%
first-pass detailed-route iteration total,4,
synth warn,28,
Hold Crit Start,new_state[1],
Power Density,673,nW/um2
layout cell share with drive strength beyond 1,52.7,%
Comb pwr share,1.1,%
antenna violations before repair,0,
Initial DRC Count,20,
pins over their slew limit,0,
Hold Path Class,reg -> reg,
switching share of total power,23.7,%
H-tree lvl count,1,
Final Hold Fails,0,
Crit Path Class,reg -> out,
via count,488,
synthesized area per cell,8.33,um2
Core Area,3420,um2
final total power,648,uW
WP data required,0.80,ns
DR vias/cell,3.13,
clock root cell,clkbuf_4,
area delta synth->final,46.4,%
final core utilization,28.2,%
Leak,0.000514,uW
WHS Endpoint,old_state[1],
dominant register cell,dfxtp_1,
Final Wtd Congestion,0.673,
Die Y,80,um
placed cell count,130,
CP endpoint kind,output pin,
hold path cells,0,
Internal,495,uW
async set or reset register ratio after synthesis,0,%
Residual DRC,0,
YS chip area,658,um2
number of enable flip-flop cells,0,
Max-area cell share,51.3,%
Syn Inst Count,79,
R2R Setup Slk,0.16,ns
Max-cap violations,0,
Reg2Reg Depth,1,
crit path launch type,register,
vias in the first global route,593,
fp util,19.3,%
Die Area,6400,um2
TritonCTS Buffers,3,
Top Ports,66,
biggest area cells,"buf_4, dfxtp_1, nor2b_1, dlxtn_1, nand2b_1",
"Cell Area, Synth",658,um2
tool warnings,67,
register pins left without a clock,1,
RSZ-0062 raised after global routing,true,
die width,80,um
hold slack,0.370,ns
crit path DAT,1.73,ns
Congestion Overflow GR,0,
#FFs+latches synth,9,
largest net degree at the start of global routing,7,
Port Buffers,21,
post-synth top area cell,buf_4,
endpoints left unconstrained,2,
Worst VDD drop,0.291,mV
routed wire length,1660,um
Setup WS post-layout,-0.934,ns
# Cells Yosys,79,
Site Rows,21,
Setup-failing EPs final,20,
Finished Layout Cells,156,
worst r2r src,old_state[0],
Post-DRT Antenna Nets,0,
worst skew pair latency,0.30,ns
Cell Type Count,18,
Psw,154,uW
wire per inst,10.6,um
reg-to-reg endpoint,new_state[1],
Global Route Usage Sum,4.95,%
first-pass GRT wire length,2580,um
antenna cell count,0,
CTS max path bufs,2,
crit path max fanout,5,
CTS tree,built,
clock slew at reported path FFs,0.05,ns
clk_skew,0.0145,ns
Flop pwr share,48.8,%
HPWL after DPL,1140,um
cells in the final DEF (no fill, tap or decap), types with 2 or more instances in the layout:
| master | n |
|---|---|
| conb_1 | 31 |
| buf_6 | 17 |
| buf_2 | 12 |
| inv_1 | 9 |
| dfxtp_1 | 4 |
| buf_4 | 4 |
| nor2b_4 | 3 |
| clkbuf_4 | 3 |
| nand2b_4 | 2 |
| nor2_4 | 2 |
| o21ai_4 | 2 |
| dfxtp_2 | 2 |
| dfxtp_4 | 2 |
layer usage:
| metal | wire [um] | vias up | share of wire [%] | GRT usage [%] |
|---|---|---|---|---|
| met4 | 0 | 0 | 0 | 0.880 |
| met3 | 222 | 0 | 13 | 4.20 |
| met5 | 0 | - | 0 | 0 |
| li1 | - | 233 | - | - |
| met1 | 695 | 219 | 42 | 5.78 |
| met2 | 742 | 36 | 45 | 6.82 |
Yosys cell counts, drive strengths merged (2+ instances only):
master	count
dfxtp	8
buf	45
conb	2
o21ai	2
inv	2
nor2	3
nor2b	3
nand2	3
a21oi	3
nand2b	2
worst max path at each step:
stage / start / to / slack, ns / cells past startpoint
CTS: new_state[3] / HEX3[6] / -1.0 / 4
global route: new_state[1] / HEX0[6] / -1.06 / 4
finish: new_state[3] / HEX0[6] / -0.93 / 4
stage by stage:
step	instance area (um2)	setup TNS, ns
finish	963	-17.80
floorplan	812	-8.98
detailed placement	742	-18.30
global route	963	-19.88
global placement	742	-17.89
CTS	923	-18.69
registers in the layout, indices dropped and copies added (netlist names):
name       cells
HEX4_wire      1
new_state      4
old_state      4
cell families (layout without fill, tap and decap cells):
| family | Yosys count | after routing | share of synthesized area (%) |
|---|---|---|---|
| AOI/OAI and AO/OA | 7 | 8 | 7.79 |
| buffers and inverters | 47 | 48 | 52.5 |
| DFF | 8 | 8 | 24.3 |
| latches | 1 | 1 | 2.28 |
| other | 2 | 31 | 1.14 |
| and+or+nand+nor | 14 | 14 | 12.0 |
cell type report:
| class | count | area, um2 |
|---|---|---|
| clock inverters | 8 | 30.0 |
| clock buffers | 3 | 22.5 |
| flip-flops and latches | 9 | 185 |
| repair buffers | 36 | 317 |
| multi-input cells | 53 | 348 |
| fillers | 350 | 2450 |
| inverters | 1 | 3.75 |
| well taps | 46 | 57.6 |
power groups by stage:
stage	logic, uW	clock network [uW]	registers, uW
global route	13.8	456	315
CTS	10.6	395	316
finish	6.98	325	316
worst max-delay path: stages (launching register included):
cell and delay [ns]:
dfxtp_4 0.35, or2b_1 0.25, buf_4 0.15, nor2_4 0.09
buf_2 0.10
what timing repair did:
action / in CTS / in global routing
setup buffers: 15 / 0
pin swaps: 6 / 2
hold buffers: 0 / 0
cloned: 1 / 0
setup endpoints to repair: 20 / 20
gates resized: 81 / 10
No activity file was given, so power comes from the tool's default toggle rates.
